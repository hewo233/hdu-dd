[flow/config.mk]
export PLATFORM = sky130hd
export DESIGN_NAME = diglab
export DESIGN_NICKNAME = diglab
export VERILOG_FILES = /design/flow/design.v
export SDC_FILE = /design/flow/constraint.sdc
export NUM_CORES = 4
export LEC_CHECK = 1
export CORE_AREA = 10 10 72 72
export DIE_AREA = 0 0 82 82
[flow/constraint.sdc]
current_design diglab

set clk_period 3.3
set clk_io_pct 0.2

create_clock -name clk0 -period $clk_period [get_ports {clk}]

set non_clock_inputs [all_inputs -no_clocks]
set_input_delay [expr $clk_period * $clk_io_pct] -clock clk0 $non_clock_inputs
set_output_delay [expr $clk_period * $clk_io_pct] -clock clk0 [all_outputs]
[flow/design.v]
module diglab(
    input clk,
    input rst,
    input [1:0] SW,
    output [2:0] which,
    output [7:0] seg,
    output enable
);
reg [31:0] data_use;
parameter [31:0] data1 = 305419896;
parameter [31:0] data2 = 87654321;
parameter [31:0] data3 = 13572468;
always @(posedge clk) begin
    case(SW)
        2'b00: data_use <= 32'h00000000;
        2'b01: data_use <= data1;
        2'b10: data_use <= data2;
        2'b11: data_use <= data3;
    endcase
end
assign enable = (SW == 2'b00) ? 0 : 1;
reg [2:0] which_reg;
reg need_zero;
always @(posedge clk) begin
    if (rst) begin
        which_reg <= 3'b000;
        need_zero <= 0;
    end else if(!need_zero) begin
        which_reg <= 0;
        need_zero <= 1;
    end else begin
        which_reg <= (which_reg == 3'b111) ? 3'b000 : which_reg + 1;
    end
end
reg [3:0] seg_data;
reg [7:0] using;
always @(*) begin
    case(which)
        3'b000: begin
            seg_data <= data_use[31:28];
            using[7:0] <= 8'b1000_0000;
        end
        3'b001: begin
            seg_data <= data_use[27:24];
            using[7:0] <= 8'b0100_0000;
        end
        3'b010: begin
            seg_data <= data_use[23:20];
            using[7:0] <= 8'b0010_0000;
        end
        3'b011: begin
            seg_data <= data_use[19:16];
            using[7:0] <= 8'b0001_0000;
        end
        3'b100: begin
            seg_data <= data_use[15:12];
            using[7:0] <= 8'b0000_1000;
        end
        3'b101: begin
            seg_data <= data_use[11:8];
            using[7:0] <= 8'b0000_0100;
        end
        3'b110: begin
            seg_data <= data_use[7:4];
            using[7:0] <= 8'b0000_0010;
        end
        3'b111: begin
            seg_data <= data_use[3:0];
            using[7:0] <= 8'b0000_0001;
        end
    endcase
end
assign which = which_reg;
wire [7:0] seg_out7, seg_out6, seg_out5, seg_out4, seg_out3, seg_out2, seg_out1, seg_out0;
eightseg TB7(
    .clk(clk),
    .data_in(seg_data),
    .used(using[7]),
    .seg(seg_out7)
);
eightseg TB6(
    .clk(clk),
    .data_in(seg_data),
    .used(using[6]),
    .seg(seg_out6)
);
eightseg TB5(
    .clk(clk),
    .data_in(seg_data),
    .used(using[5]),
    .seg(seg_out5)
);
eightseg TB4(
    .clk(clk),
    .data_in(seg_data),
    .used(using[4]),
    .seg(seg_out4)
);
eightseg TB3(
    .clk(clk),
    .data_in(seg_data),
    .used(using[3]),
    .seg(seg_out3)
);
eightseg TB2(
    .clk(clk),
    .data_in(seg_data),
    .used(using[2]),
    .seg(seg_out2)
);
eightseg TB1(
    .clk(clk),
    .data_in(seg_data),
    .used(using[1]),
    .seg(seg_out1)
);
eightseg TB0(
    .clk(clk),
    .data_in(seg_data),
    .used(using[0]),
    .seg(seg_out0)
);
reg [7:0] seg_out;
always @(*) begin
    case (which_reg)
        3'b000: seg_out <= seg_out7;
        3'b001: seg_out <= seg_out6;
        3'b010: seg_out <= seg_out5;
        3'b011: seg_out <= seg_out4;
        3'b100: seg_out <= seg_out3;
        3'b101: seg_out <= seg_out2;
        3'b110: seg_out <= seg_out1;
        3'b111: seg_out <= seg_out0;
    endcase
end
assign seg = seg_out;
endmodule
module eightseg (
    input clk,
    input [3:0] data_in,
    input used,
    output [7:0] seg
);
reg [7:0] seg_nor;
always @(*) begin
    case(data_in)
        4'b0000: seg_nor <= 8'b0000_0011;
        4'b0001: seg_nor <= 8'b1001_1111;
        4'b0010: seg_nor <= 8'b0010_0101;
        4'b0011: seg_nor <= 8'b0000_1101;
        4'b0100: seg_nor <= 8'b1001_1001;
        4'b0101: seg_nor <= 8'b0100_1001;
        4'b0110: seg_nor <= 8'b0100_0001;
        4'b0111: seg_nor <= 8'b0001_1111;
        4'b1000: seg_nor <= 8'b0000_0001;
        4'b1001: seg_nor <= 8'b0000_1001;
        4'b1010: seg_nor <= 8'b0001_0001;
        4'b1011: seg_nor <= 8'b1100_0001;
        4'b1100: seg_nor <= 8'b0110_0011;
        4'b1101: seg_nor <= 8'b1000_0101;
        4'b1110: seg_nor <= 8'b0110_0001;
        4'b1111: seg_nor <= 8'b0111_0001;
        default: seg_nor <= 8'b1111_1111;
    endcase
end
assign seg = used ? seg_nor : 8'b1111_1111;
endmodule
[flow/run.sh]
#!/bin/bash
# OpenROAD 26Q1-2900-gdf79404cd8, Yosys 0.63+post, stock flow scripts
make -C /OpenROAD-flow-scripts/flow DESIGN_CONFIG=/design/flow/config.mk WORK_HOME=/design/flow/orfs finish
==> run notes <==
The script parses the final routing iteration and logs DRC violations as 0. Yosys cell count: 118. Setup repair after global routing could not meet its margin everywhere. The share of total power dissipated in sequential elements is 37.4%.

Buffers inserted during clock tree synthesis total 3. The run gives 0.843 for the placer congestion estimate. The pin closest to its max-slew limit shows a slew of 672 ps. The run gives 37 as the number of DRC violations after detailed-routing iteration 0. The warning tally printed by Yosys for this design is 2. With the buffer depth of the longest clock path at 2, the highest net fanout along the worst path is 4. Counting tap cells, the placed design contains a total of 193 instances. The total length of routed wires was 2470 um; the core area was 0.00369 mm2. From bottom edge to top edge, the die measures 82 um.

With the proportion of total power due to net switching at 25.6%, the final-report setup violation count is 0. Worst clock skew: 0.241 ps. For this design, the sink count on the clock tree is 11. In the final layout, the fill cell count is 362.

Entering global routing, the biggest net connects 16 pins. The logs give 2640 ps for the worst path required time and 55.1% for the relative max-transition margin. Antenna repair during routing inserted a diode count of 0. The number of OpenROAD warnings is 40.

STA classifies the critical path endpoint as a primary output. For this design the static power due to leakage is 0.668 nW. The count of nets left with antenna violations once routing finished came out at 0. Number of search-and-repair iterations in the first detailed-routing pass: 7.

Leaving out fill and tap cells, the most frequent cell in the layout is sky130_fd_sc_hd__buf_4. The total global routing track utilization came out at 7.56%. The detailed placement HPWL is 1810 um. The run gives 4.80 for the via-per-instance ratio. The highest supply drop recorded on VDD is 231 uV.

The root cell of the clock tree is sky130_fd_sc_hd__clkbuf_8. The run finished with clean final reports. The run gives 11 for the number of synthesized register bits. As logged by OpenROAD, the buffers inserted on ports number 14. The setup path with the least slack is of type flip-flop to primary output. The total number of placement rows is 22, and the number of instances in the synthesized netlist is 118.

Cell internal power was estimated by the tool at 0.292 mW. For the final-report max-slew violation count, the log shows 0. Static timing analysis puts the maximum clock frequency at 319 MHz. According to the floorplan report, the die width is 82 um. Number of standard cells in the final layout excluding fillers: 201. The floorplan step defined a die boundary enclosing 0.00672 mm2.

TritonCTS built the clock tree. For this design the ratio of total power to cell area is 261 mW/mm2. The layout overhead on the synthesized area was 54.0%.

The tools report the total cell area reported by yosys after synthesis as 976 um2. The total congestion overflow after global routing is 0, and the wire length per cell is 12.3 um. OpenROAD reports that the post-layout worst path occupies 94.9% of the period. The clock latency at the later pin of the worst-skew pair is 230 ps, and the final number of hold-violating endpoints is 0.

The minimum hold slack was 478 ps; the average footprint of a synthesized cell was 8.27 um2. Ranking logic cells in the layout by count gives the top entries 21 x sky130_fd_sc_hd__buf_4, 12 x sky130_fd_sc_hd__nor2_1, 10 x sky130_fd_sc_hd__inv_1, 10 x sky130_fd_sc_hd__nand2_1, 9 x sky130_fd_sc_hd__dfxtp_1. The tools report the via count of the first global-routing pass as 967. For this run, the leading register cell type out of synthesis is sky130_fd_sc_hd__dfxtp_1. The register with the most flip-flops in the layout has 7 of them. The kind of path behind the tightest hold check is flip-flop to flip-flop. The synthesized area came out at 976 um2. STA classifies the critical path startpoint as a flip-flop.

The OpenROAD report gives the critical path a data arrival time of 2470 ps. The deepest level of the CTS H-tree was 1. The share of post-route cells with drive strength above 1 was 37.9%; the fraction of synthesis flops using an asynchronous set or reset pin was 0%. Sequential cell area fraction in the yosys report: 22.6%. The total number of vias is 964, and the switching power summed over all nets is 0.100 mW. Hold repair after CTS inserted 0 buffers.

After clock tree synthesis, the clock-pin slew on the worst setup and hold paths is 50 ps. For the number of antenna violations at the first check in global routing, the log shows 0. For this design the top-level I/O count stands at 16. The share of total power dissipated in the clock network is 33.1%. The run reported a max-capacitance violation count of 0. The portion of total power attributed to combinational logic is 29.4%, and the final critical-path required period is 3130 ps. The logs give 4240 um for the first-pass GRT wire length and 44 for the number of library cell types mapped by synthesis. The run gives 0 for the number of enable-type register cells in the synthesized netlist. Before placement the cells fill 26.5% of the core.
[cells by family (layout without fill, tap and decap cells)]
logic type                 count (synthesis)  count (layout)  share of synthesized area (%)
buffers and inverters                     16              51                           7.69
DFF                                       11              11                           22.6
AOI/OAI and AO/OA                         32              32                           25.1
and+or+nand+nor                           37              37                           18.0
other                                      1               1                          0.384
adders and majority gates                 17              17                           21.8
muxes                                      4               4                           4.49
[synthesized netlist by cell type, drive strengths merged, types with 2 or more instances]
master | number | area [um2]
nor3b | 2 | 15.0
o21ai | 6 | 41.3
a21oi | 6 | 30.0
nand2 | 10 | 37.5
mux2 | 3 | 33.8
inv | 11 | 41.3
nor3 | 2 | 10.0
nor2b | 2 | 12.5
or2 | 2 | 12.5
ha | 17 | 213
a31oi | 5 | 31.3
buf | 5 | 33.8
nor2 | 13 | 48.8
a211oi | 2 | 20.0
dfxtp | 11 | 220
[metrics by stage]
stage | TNS (ps) | instance area [um2] | setup WS (ps) | total power, mW | utilization (%)
global placement | 0 | 1280 | 24.3 | 0.244 | 34.6
CTS | -75.3 | 1420 | -75.3 | 0.386 | 38.6
global route | -38.1 | 1500 | -38.1 | 0.422 | 40.7
floorplan | 0 | 976 | 454 | 0.196 | -
detailed placement | 0 | 1280 | 32.8 | 0.244 | 34.6
finish | 0 | 1500 | 167 | 0.392 | 40.7
[worst max-delay path, stage by stage, from the launching register on]
cell	delay [ps]
sky130_fd_sc_hd__dfxtp_4	350
sky130_fd_sc_hd__ha_4	160
sky130_fd_sc_hd__ha_2	170
sky130_fd_sc_hd__a222oi_1	360
sky130_fd_sc_hd__a41o_4	310
sky130_fd_sc_hd__buf_4	120
sky130_fd_sc_hd__ha_4	200
sky130_fd_sc_hd__nor2_4	100
sky130_fd_sc_hd__a2111oi_2	40
sky130_fd_sc_hd__a311oi_1	290
sky130_fd_sc_hd__buf_2	140
[path summary, 6_finish.rpt]
kind / endpoint / depth (start not counted) / slack [ps] / from
min: which_reg[0] / 2 / 480 / need_zero
max: seg[4] / 10 / 170 / which_reg[0]
max reg2reg: which_reg[2] / 6 / 2070 / which_reg[0]
min reg2reg: which_reg[0] / 2 / 480 / need_zero
[what timing repair did]
action | in CTS | in global routing
setup endpoints to repair | 6 | 6
cloned | 0 | 0
gates resized | 23 | 19
setup buffers | 3 | 1
pin swaps | 13 | 7
[power groups by stage]
| stage | clock [mW] | combinational [mW] | sequential (mW) |
|---|---|---|---|
| CTS | 0.133 | 0.106 | 0.146 |
| finish | 0.130 | 0.115 | 0.147 |
| global route | 0.144 | 0.130 | 0.148 |
[routing by layer]
metal	vias to the layer above	routed length, um	GRT usage [%]
met1	442	1240	10.5
met5	-	0	0
met2	30	1040	11.9
met4	0	48	1.70
met3	6	141	1.43
li1	486	-	-
[cell type report]
cell class | count | area [um2] | area share, %
Tap cell | 48 | 60.1 | 4.00
Inverter | 11 | 43.8 | 2.91
Multi-Input combinational cell | 91 | 817 | 54.4
Sequential cell | 11 | 225 | 15.0
Timing Repair Buffer | 36 | 312 | 20.7
Clock buffer | 4 | 45.0 | 3.00
Power and IR drop assume default switching activity.
